`flow/config.mk`:
```
export PLATFORM = sky130hd
export DESIGN_NAME = frame_buffer
export DESIGN_NICKNAME = frame_buffer
export VERILOG_FILES = /design/flow/design.v
export SDC_FILE = /design/flow/constraint.sdc
export NUM_CORES = 4
export LEC_CHECK = 1
export CORE_UTILIZATION = 40
export SYNTH_MEMORY_MAX_BITS = 65536
```
`flow/constraint.sdc`:
```
current_design frame_buffer

set clk_period 455.7
set clk_io_pct 0.2

create_clock -name clk0 -period $clk_period [get_ports {clk}]

set non_clock_inputs [all_inputs -no_clocks]
set_input_delay [expr $clk_period * $clk_io_pct] -clock clk0 $non_clock_inputs
set_output_delay [expr $clk_period * $clk_io_pct] -clock clk0 [all_outputs]
```
`flow/design.v`:
```
`timescale 1ns/1ps
module serializer (
    input wire clk,                  
    input wire [23:0] pixel_data,    
    output reg serial_data           
);
    reg [23:0] shift_reg;
    integer bit_count;               
    initial begin
        bit_count = 0;
        shift_reg = 24'b0;
    end
    always @(posedge clk) begin
        if (bit_count == 0) begin
            shift_reg <= pixel_data;  
            bit_count <= 24;          
        end else begin
            serial_data <= shift_reg[23];  
            shift_reg <= shift_reg << 1;   
            bit_count <= bit_count - 1;
        end
    end
endmodule
module dphy_interface (
    input wire clk,                   
    input wire serial_data_in,        
    output reg serial_data_out,       
    input wire [3:0] data_lanes_in,   
    output reg [3:0] data_lanes_out   
);
    always @(posedge clk) begin
        serial_data_out <= serial_data_in;
        data_lanes_out <= data_lanes_in;
    end
endmodule
module deserializer (
    input wire clk,                   
    input wire serial_data,           
    output reg [23:0] pixel_data      
);
    reg [23:0] shift_reg;
    integer bit_count;
    initial begin
        bit_count = 0;
        shift_reg = 0;
    end
    always @(posedge clk) begin
        shift_reg <= {shift_reg[22:0], serial_data};  
        if (bit_count < 23) begin
            bit_count <= bit_count + 1;
        end else begin
            pixel_data <= shift_reg;  
            bit_count <= 0;
        end
    end
endmodule
module frame_buffer (
    input wire clk,
    input wire [23:0] pixel_in,       
    output reg [23:0] pixel_out       
);
    reg [23:0] buffer_mem [0:1023];   
    integer i;
    initial begin
        i = 0;
    end
    always @(posedge clk) begin
        buffer_mem[i] <= pixel_in;     
        pixel_out <= buffer_mem[i];    
        i = i + 1;
        if (i == 1024)
            i = 0;
    end
endmodule
module display_controller (
    input wire clk, 
    input wire [23:0] pixel_data,     
    output reg hsync,                 
    output reg vsync,                 
    output reg [7:0] r,               
    output reg [7:0] g,               
    output reg [7:0] b                
);
    reg [10:0] h_count;
    reg [9:0] v_count;
    initial begin
        h_count = 0;
        v_count = 0;
        hsync = 0;
        vsync = 0;
        r = 0;
        g = 0;
        b = 0;
    end
    always @(posedge clk) begin
        if (h_count < 800) begin
            h_count <= h_count + 1;
        end else begin
            h_count <= 0;
            if (v_count < 600) begin
                v_count <= v_count + 1;
            end else begin
                v_count <= 0;
            end
        end
        {r, g, b} <= pixel_data;
        hsync <= (h_count < 16);
        vsync <= (v_count < 2);
    end
endmodule
module mipi_dsi_top (
    input wire clk,
    input wire [23:0] pixel_data_in,
    output wire hsync,
    output wire vsync,
    output wire [7:0] r,
    output wire [7:0] g,
    output wire [7:0] b
);
    wire serial_data;
    wire [23:0] pixel_data_out;
    serializer u_serializer (
        .clk(clk),
        .pixel_data(pixel_data_in),
        .serial_data(serial_data)
    );
    deserializer u_deserializer (
        .clk(clk),
        .serial_data(serial_data),
        .pixel_data(pixel_data_out)
    );
    display_controller u_display_controller (
        .clk(clk),
        .pixel_data(pixel_data_out),
        .hsync(hsync),
        .vsync(vsync),
        .r(r),
        .g(g),
        .b(b)
    );
endmodule
module RGBExtractor(
    input wire clk,
    input wire reset,
    input wire [23:0] pixel_data,
    output reg [7:0] r,
    output reg [7:0] g,
    output reg [7:0] b,
    output reg hsync,
    output reg vsync
);
    reg [23:0] data_buffer;
    always @(posedge clk or posedge reset) begin
        if (reset) begin
            hsync <= 0;
            vsync <= 0;
            r <= 0;
            g <= 0;
            b <= 0;
            data_buffer <= 24'h000000;
        end else begin
            hsync <= (pixel_data != 24'h000000);
            vsync <= (hsync && !vsync) ? 1 : (vsync && !hsync) ? 0 : vsync;
            data_buffer <= pixel_data;
            r <= data_buffer[23:16];
            g <= data_buffer[15:8];
            b <= data_buffer[7:0];
        end
    end
endmodule
```
`flow/run.sh`:
```
#!/bin/bash
# OpenROAD 26Q1-2900-gdf79404cd8, Yosys 0.63+post, stock flow scripts
make -C /OpenROAD-flow-scripts/flow DESIGN_CONFIG=/design/flow/config.mk WORK_HOME=/design/flow/orfs finish
```
==> reports/metrics.yaml <==
die_x_mm: 1.53
seq_power_share: 0.556
portBuffers: 48
p_int_mw: 3.58
warning_count: 85
hold_viol: 0
synth_top_area_share: 0.786
drc: 0
most_common_cell: "edfxtp_1"
slowest_delay_ns: 0.68
routed_wl_mm: 3090
track_usage: 0.283
ys_seq_elements: 24600
drt_iter0_drc: 37000
fin_tns_setup_ns: 0
core_mm2: 2.34
finalClockPeriodUsage: 0.207
num_rows: 562
ctsHoldBuffers: 0
fin_ws_ns: 361.30
violations: "antenna violations"
cts_setup_buffers: 0
ys_warn_count: 1
combPwrFrac: 0.009
fin_hold_ws_ns: 0.491
chipArea_mm2: 2.35
grt_pass1_wl_mm: 4180
switching_share: 0.201
crit_required_ns: 456.78
dp_hpwl_mm: 1790
cts-resized-gates: 0
yosys-top-cells-count: "24600 x edfxtp_1, 10400 x mux2i_1, 4960 x o22ai_1"
pre_cts_ws_ns: 360.12
hold_path.class: "flip-flop to flip-flop"
place.gp.congestion: 0.919
insertion_delay_ns: 1.57
cp_cell_sequence: "buf_8 > buf_12 > buf_4 > buf_4 > buf_4 > buf_4 > buf_4"
syn_area_mm2: 0.939
topCellsByArea: "edfxtp_1 79%, mux2i_1 11%, o22ai_1 3.3%"
vias: 502000
yosys.cell_types.count: 63
wl_per_cell_um: 35.8
viasPerCell: 5.83
grt_max_degree: 159
yosys-stat-cells: 49300
skew_ns: 0.139
p_clk_frac: 0.435
cp_top_family: "buffers and inverters"
grt-ovfl-total: 0
worst_pin_slew_ns: 1.29
ys_chip_area_mm2: 0.939
finalMaxSlewViolations: 0
syn_to_final_growth_pct: 14.3
rsz0062_at_grt: "no"
power_density_mw_per_mm2: 4.17
power_switching_mw: 0.899
slowest_stage: "buf_4"
h-tree-depth: 8
cts_tree: "yes"
die_h_mm: 1.53
clkSlewWorstSetupHoldPaths_ns: 0.07
peakVddDrop_mv: 0.00364
synth_area_per_cell_um2: 19.1
cellLeakagePower_nw: 309
io_pins: 49
cts.sinks: 24600
final_cell_area_mm2: 1.07
async_flop_share: 0
netlist_instances: 49300
cts_buffers: 2513
drive_above_1_share: 0.166
finalSetupViolCount: 0
min_period_ns: 94.40
yosysSeqAreaShare: 0.787
postRouteAntennaNets: 1
grt_antenna_before_repair: 312
worstSetupPathType: "input port to flip-flop"
max_freq_mhz: 10.6
status: "finished with violations"
cp_common_cell: "buf_4"
critical_path_arrival_ns: 95.47
critPathMaxFanout: 107
fp_util: 0.401
cts_root_buffer: "clkbuf_16"
clockBufferDepth: 6
ys.flop_type: "edfxtp_1"
path_buffers: 7
cp-end-kind: "flip-flop"
relSlewSlack: 0.137
enable_flop_cells: 24600
yosysTopAreaCell: "edfxtp_1"
dr.pass1.iters: 6
dpl_cell_area_mm2: 0.994
max_cap_viol_count: 0
grt_pass1_vias: 516000
crit_path_start_kind: "input port"
-- per-layer routing --
metal / GRT usage / routed length (um)
met1: 0.294 / 888000
met2: 0.382 / 1340000
met3: 0.267 / 671000
met4: 0.125 / 171000
met5: 0.0544 / 12500
-- power by group through the flow --
| stage | Sequential (mW) | Combinational, mW | Clock (mW) |
|---|---|---|---|
| 6_report | 2.49 | 0.0397 | 1.95 |
| 5_1_grt | 2.49 | 0.0426 | 2.05 |
| 4_1_cts | 2.49 | 0.0392 | 1.97 |
-- cell families after synthesis --
| family | Yosys count | synth area share |
|---|---|---|
| AOI/OAI and AO/OA | 6611 | 0.0448 |
| buffers and inverters | 3024 | 0.0151 |
| xor gates and xnor gates | 32 | 0.000298 |
| muxes | 11700 | 0.136 |
| DFF | 24600 | 0.787 |
| adders and majority gates | 4 | 0.0000533 |
| and+or+nand+nor | 3277 | 0.0171 |
-- cell usage in the layout (no fill, tap or decap), types with 368 or more instances in the layout --
cell       count
clkinv_1     563
buf_4       3167
mux2i_1    10400
o21ai_0      368
mux4_2       768
diode_2     1148
clkbuf_1     654
o22ai_1     4960
clkbuf_16   2555
nor2_2       835
mux2_2       490
edfxtp_1   24600
nor4_1       917
-- layout make-up --
class,instances,area [um2]
Fill cell,193000,1270000
Clock inverter,1205,9940
Tap cell,31000,38800
Sequential cell,24600,739000
Antenna cell,1148,2870
Clock buffer,3211,66400
Timing Repair Buffer,3286,25800
Multi-Input combinational cell,21600,191000
Inverter,6,45.0
-- sequential cells by signal, indices dropped and copies added (netlist names) --
name	count
buffer_mem	24576
i	32
pixel_out	24
-- path summary, 6_finish.rpt --
check | from | end | slack, ns | cells past startpoint
max | pixel_in[1] | buffer_mem[648][1]$_DFFE_PP_ | 361.30 | 7
min | i[18]$_SDFF_PN0_ | i[18]$_SDFF_PN0_ | 0.49 | 1
max reg2reg | i[0]$_SDFF_PN0_ | pixel_out[15]$_DFF_P_ | 443.97 | 21
min reg2reg | i[18]$_SDFF_PN0_ | i[18]$_SDFF_PN0_ | 0.49 | 1
-- stage by stage --
stage	instances	power, mW	util
floorplan	49300	2.54	-
global placement	80600	2.58	0.425
detailed placement	80600	2.58	0.425
CTS	85000	4.50	0.457
global route	85800	4.59	0.458
finish	86100	4.48	0.458
-- worst register-to-register path: stages (launching register included) --
cell,delay (ns)
dfxtp_4,0.89
buf_4,0.63
buf_4,0.59
buf_4,0.67
buf_4,0.73
buf_4,0.77
buf_4,0.78
buf_4,0.72
buf_4,0.72
buf_4,0.72
buf_4,0.69
buf_4,0.68
mux2i_1,0.27
o22ai_1,0.10
nor4_1,0.41
and3_1,0.36
a311oi_2,0.10
buf_4,0.26
o21ai_1,0.19
buf_4,0.28
nand2_1,0.14
or4_1,0.78
Power is estimated from default activity; no workload was simulated.
